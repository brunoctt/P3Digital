[config.mk]
export PLATFORM = sky130hd
export DESIGN_NAME = convtemp
export DESIGN_NICKNAME = convtemp
export VERILOG_FILES = /design/flow/design.v
export SDC_FILE = /design/flow/constraint.sdc
export NUM_CORES = 4
export LEC_CHECK = 1
export CORE_AREA = 10 10 72 72
export DIE_AREA = 0 0 82 82
[run.sh]
#!/bin/bash
# OpenROAD 26Q1-2900-gdf79404cd8, Yosys 0.63+post, stock flow scripts
make -C /OpenROAD-flow-scripts/flow DESIGN_CONFIG=/design/flow/config.mk WORK_HOME=/design/flow/orfs finish
[design.v]
module convtemp
(
input [15:0] data,
input clk,
output [3:0] tempdec,
output [3:0] tempuni,
output [3:0] tempdez,
output [3:0] tempcem,
output reg [1:0] sel
);
reg [3:0] dec;
reg [3:0] uni;
reg [3:0] dez;
reg [3:0] cem;
integer convert;
always @ (posedge clk)
begin
convert <= data[14:8];
if ((convert >= 32'd31 & data[7] == 1'b1) | convert >= 32'd32)  
	sel <= 2'b11;
else if ((convert <= 32'd31 & data[7] == 1'b0) & (convert >= 32'd27 & data[7] == 1'b1))
	sel <= 2'b10;					 
else		 
	sel <= 2'b10;
cem <= convert/100;	
dez <= (convert/10) % 10;
uni <= convert % 10;
if(data[7])  
	dec <= 4'd5;
else 
	dec <= 4'd0;
end
assign tempdec = dec;
assign tempuni = uni;
assign tempdez = dez;
assign tempcem = cem;
endmodule
[constraint.sdc]
current_design convtemp

set clk_period 2.5
set clk_io_pct 0.2

create_clock -name clk0 -period $clk_period [get_ports {clk}]

set non_clock_inputs [all_inputs -no_clocks]
set_input_delay [expr $clk_period * $clk_io_pct] -clock clk0 $non_clock_inputs
set_output_delay [expr $clk_period * $clk_io_pct] -clock clk0 [all_outputs]
==> flow_summary.toml <==
# physical design summary
[status]
status = "finished, final reports clean"

[power]
total_leakage_power_uw = 0.000513
power_density_nw_per_um2 = 543
peakVddDrop_mv = 0.144
power.total_uw = 693

[global_routing]
globalRouteTotalUtil_pct = 5.52
grt_remaining_overflow = 0
grt_antenna_before_repair = 0
number_of_global_route_vias_before_repair = 724
grt_start_max_net_pins = 15
grt_first_pass_wirelength_um = 3080

[cells_and_area]
comb_area_um2 = 573
finalCoreUtilization_pct = 34.6
regArea_um2 = 362
layout_cell_share_with_drive_strength_beyond_1_pct = 20.2
number_of_filler_instances_in_the_final_layout = 382
final_cell_area_um2 = 1280
areaGrowthSynthToFinish_pct = 28.6

[routing]
detail_route.iter0.violations = 93
totalWireLength_um = 1950
route.vias.total = 798
first_pass_iteration_count_of_the_detailed_router = 4
routed_antenna_nets = 0
drc = 0
per_cell_routed_wire_length_um = 11.0
route.detailed.vias_per_inst = 4.51
insertedDiodeCount = 0

[clocking]
post-cts-setup-buffer-count = 0
cts_buffer_depth = 2
worst_setup_hold_path_clk_slew_ps = 60
clkLatencyLatePin_ps = 240
cts_sinks = 18
cts_h_tree_depth = 1
clock_tree.root_cell = "sky130_fd_sc_hd__clkbuf_8"
number_of_buffers_created_by_cts = 3
cts_tree = "done"

[worst_setup_path]
timing.setup.critical_path_class = "reg -> reg"
path_cells = "nor2_4, inv_2, ha_4, nand2b_4, or3_4, a22oi_4, o21ai_2, and2_4, ha_1, mux2_2, nor2_1"
cpPeakStageDelay_ps = 380
worst_path_max_delay_cell = "sky130_fd_sc_hd__or3_4"
critical_path_required_ps = 2680
worst-endpoint-arrival_ps = 2540
critical_path_peak_fanout = 4
setup.worst_path.end_class = "register"
worst_setup_path_start_kind = "register"

[sta]
finalWorstPathRequiredPeriod_ps = 2360
layout_worst_path_cycle_share_pct = 94.3
finalHoldViolCount = 0
max_freq_ghz = 0.424
grt_setup_unrepaired = "no"
finalSetupViolCount = 0
final_setup_tns_ps = 0
slew_violations = 0
clock-skew-final_ps = 2.72

[die]
fp_util_pct = 26.9
core_area_um2 = 3690
die_area_um2 = 6720
std_cell_rows = 22
top_ports = 35
chipWidth_um = 82
die_h_um = 82

[logic_synthesis]
synth_cells = 111
yosys.area.top_type = "sky130_fd_sc_hd__dfxtp_1"
synth_area_per_inst_um2 = 8.95
yosys-stat-area_um2 = 993
synth_sequential_area_ratio_pct = 36.3
post_synth_main_area_contributors = "sky130_fd_sc_hd__dfxtp_1, sky130_fd_sc_hd__buf_4, sky130_fd_sc_hd__nor2_1"
synthesis.area_um2 = 993
yosys.area.top_type_share_pct = 36.3
number_of_cell_instances_after_yosys_synthesis = 111
yosys_register_bits = 18
synthFlopType = "sky130_fd_sc_hd__dfxtp_1"
count_of_library_flops_with_an_enable_pin = 0
ys_async_sr_fraction_pct = 0
synthDistinctLibCells = 46
synth-warning-count = 1

[flow_run]
cap_violations = 0
openroad.warnings = 33

[placed_design]
port_buffer_count = 20
placement.cell_area_um2 = 1230
dp_hpwl_um = 1540
gp_congestion = 0.827

[hold_path]
hold_wc_path_type = "reg -> reg"
-- flip-flops by register name, indices dropped and copies added (netlist names) --
name / flops
convert: 7
dez: 4
uni: 4
cem: 1
dec: 1
sel: 1
-- metrics by stage --
| stage | setup slack, ps | cells | hold slack [ps] |
|---|---|---|---|
| after floorplan | 23.3 | 115 | 331 |
| after global placement | 62.2 | 174 | 356 |
| after detailed placement | 47.5 | 174 | 350 |
| after CTS | 31.5 | 177 | 359 |
| after global routing | 3.31 | 177 | 367 |
| final | 141 | 177 | 354 |
-- kinds of logic after synthesis --
| family | count (synthesis) | synth area share [%] |
|---|---|---|
| AOI/OAI and AO/OA | 32 | 24.6 |
| xor gates and xnor gates | 1 | 0.882 |
| adders and majority gates | 2 | 2.52 |
| buffers and inverters | 16 | 10.3 |
| DFF | 18 | 36.3 |
| muxes | 3 | 4.16 |
| other | 2 | 0.756 |
| and+or+nand+nor | 37 | 20.5 |
-- routing by layer --
| layer | vias up | part of all wire (%) | global-route usage (%) |
|---|---|---|---|
| li1 | 416 | - | - |
| met1 | 358 | 45 | 7.03 |
| met2 | 22 | 47 | 9.48 |
| met3 | 2 | 7.3 | 1.21 |
| met4 | 0 | 0.87 | 1.02 |
| met5 | - | 0 | 0 |
-- cells in the mapped netlist, types with 2 or more instances --
| cell | n |
|---|---|
| sky130_fd_sc_hd__nand2_1 | 5 |
| sky130_fd_sc_hd__dfxtp_1 | 18 |
| sky130_fd_sc_hd__nor2b_1 | 4 |
| sky130_fd_sc_hd__a21oi_1 | 5 |
| sky130_fd_sc_hd__nand3_1 | 2 |
| sky130_fd_sc_hd__ha_1 | 2 |
| sky130_fd_sc_hd__nor2_1 | 12 |
| sky130_fd_sc_hd__nand4_1 | 3 |
| sky130_fd_sc_hd__nand2b_1 | 2 |
| sky130_fd_sc_hd__mux2_4 | 2 |
| sky130_fd_sc_hd__o21ai_0 | 8 |
| sky130_fd_sc_hd__a22oi_1 | 2 |
| sky130_fd_sc_hd__o21ai_2 | 2 |
| sky130_fd_sc_hd__o21a_1 | 2 |
| sky130_fd_sc_hd__conb_1 | 2 |
| sky130_fd_sc_hd__inv_1 | 2 |
| sky130_fd_sc_hd__buf_4 | 9 |
-- worst max-delay path: cells and delay by family (launching register included) --
kind,cells,cell delay [ps]
multiplexers,1,250
AND/OR/NAND/NOR,5,900
flip-flops,1,330
adder cells (fa/ha/maj),2,470
buffers and inverters,1,60
AND-OR/OR-AND,2,280
-- cell usage in the layout (no fill, tap or decap), types with 2 or more instances in the layout --
cell type                         count
sky130_fd_sc_hd__nor2b_1              3
sky130_fd_sc_hd__nor2_1              11
sky130_fd_sc_hd__buf_4                4
sky130_fd_sc_hd__o21a_1               2
sky130_fd_sc_hd__nand4_1              3
sky130_fd_sc_hd__clkdlybuf4s50_1     20
sky130_fd_sc_hd__o21ai_2              2
sky130_fd_sc_hd__clkbuf_8             3
sky130_fd_sc_hd__conb_1               6
sky130_fd_sc_hd__a22oi_1              2
sky130_fd_sc_hd__a21oi_1              5
sky130_fd_sc_hd__dfxtp_1             17
sky130_fd_sc_hd__nand3_1              2
sky130_fd_sc_hd__inv_2                2
sky130_fd_sc_hd__nand2_1              5
sky130_fd_sc_hd__mux2_4               2
sky130_fd_sc_hd__nand2b_1             2
sky130_fd_sc_hd__o21ai_0              8
-- timing repair --
action / CTS / global route
resized: 0 / 2
hold buffers: 0 / 0
endpoints found under the setup margin: 0 / 1
-- power breakdown --
part / switching (uW) / internal [uW]
Sequential: 15.4 / 315
Clock: 82.9 / 107
Combinational: 67.6 / 106
-- final timing paths --
kind	from	to	slack, ps	cells past startpoint
worst min-delay path	convert[0]	uni[0]	350	0
worst max-delay path	convert[4]	dez[2]	140	11
worst min register to register	convert[0]	uni[0]	350	0
worst max register to register	convert[4]	dez[2]	140	11
-- final cells by class --
class	instances	share of cell area, %
clock buffers	3	3.23
inverters	3	0.881
multi-input cells	81	44.9
flip-flops and latches	18	28.3
well taps	48	4.70
repair buffers	24	18.0
Power and IR drop assume default switching activity.
