--- flow/config.mk ---
export PLATFORM = sky130hd
export DESIGN_NAME = lm75
export DESIGN_NICKNAME = lm75
export VERILOG_FILES = /design/flow/design.v
export SDC_FILE = /design/flow/constraint.sdc
export NUM_CORES = 4
export LEC_CHECK = 1
export CORE_UTILIZATION = 50
--- flow/run.sh ---
#!/bin/bash
# OpenROAD 26Q1-2900-gdf79404cd8, Yosys 0.63+post, stock flow scripts
make -C /OpenROAD-flow-scripts/flow DESIGN_CONFIG=/design/flow/config.mk WORK_HOME=/design/flow/orfs finish
--- flow/design.v ---
module I2C_READ(
       clk,
rst_n,
scl,sda,data
              );
 input clk;
input rst_n;
output scl;
inout  sda;  
output [15:0] data;  
reg [15:0]data_r;
reg scl;
reg sda_r; 
reg sda_link;
reg [7:0]scl_cnt;
reg [2:0]cnt; 
reg [25:0]timer_cnt;
reg [3:0]data_cnt;
reg [7:0]address_reg;
reg [8:0]state;
always@(posedge clk or negedge rst_n)  
    begin  
        if(!rst_n)  
            scl_cnt <= 8'd0;  
        else if(scl_cnt == 8'd199)  
            scl_cnt <= 8'd0;  
        else  
            scl_cnt <= scl_cnt + 1'b1;  
    end  
always@(posedge clk or negedge rst_n)  
    begin  
        if(!rst_n)  
            cnt <= 3'd5;  
        else   
            case(scl_cnt)  
                8'd49: cnt <= 3'd1;
                8'd99: cnt <= 3'd2;
                8'd149:cnt <= 3'd3;
                8'd199:cnt <= 3'd0;
               default: cnt <= 3'd5;  
            endcase  
    end  
always@(posedge clk or negedge rst_n)  
    begin  
        if(!rst_n)  
            scl <= 1'b0;  
        else if((cnt == 3'd0))  
            scl <= 1'b1;  
        else if((cnt == 3'd2))  
            scl <= 1'b0;  
    end  
always@(posedge clk or negedge rst_n)  
    begin  
        if(!rst_n)  
            timer_cnt <= 26'd0;  
        else if(timer_cnt == 26'd49999999)  
            timer_cnt <= 26'd0;  
        else   
            timer_cnt <= timer_cnt + 1'b1;  
    end  
parameter IDLE  = 9'b0_0000_0000,  
             START  = 9'b0_0000_0010,  
             ADDRESS    = 9'b0_0000_0100,  
             ACK1       = 9'b0_0000_1000,  
             READ1  = 9'b0_0001_0000,  
             ACK2       = 9'b0_0010_0000,  
             READ2  = 9'b0_0100_0000,  
             NACK       = 9'b0_1000_0000,  
             STOP       = 9'b1_0000_0000;  
always@(posedge clk or negedge rst_n)  
    begin  
        if(!rst_n)  
            begin  
                data_r  <= 16'd0;  
                sda_r       <= 1'b1;  
                sda_link    <= 1'b1;  
                state       <= IDLE;  
                address_reg <= 15'd0;  
                data_cnt    <= 4'd0;  
            end  
        else   
            case(state)  
                IDLE:  
                    begin  
                        sda_r   <= 1'b1;  
                        sda_link <= 1'b1;  
                        if(timer_cnt == 26'd49999999)  
                            state <= START;  
                        else  
                            state <= IDLE;  
                    end  
                START:
                    begin  
                        if((cnt == 3'd1))  
                            begin  
                                sda_r       <= 1'b0;  
                                sda_link    <= 1'b1;  
                                address_reg <= 8'b1001_0001;  
                                state           <= ADDRESS;  
                                data_cnt        <= 4'd0;  
                            end  
                        else  
                            state <= START;  
                    end  
                ADDRESS:
                    begin  
                        if((cnt == 3'd3))  
                            begin  
                                if(data_cnt == 4'd8)
                                    begin  
                                        state   <= ACK1;  
                                        data_cnt <=  4'd0;  
                                        sda_r       <= 1'b1;  
                                        sda_link    <= 1'b0;  
                                    end  
                                else
                                    begin  
                                        state   <= ADDRESS;  
                                        data_cnt <= data_cnt + 1'b1;  
                                        case(data_cnt)  
                                            4'd0: sda_r <= address_reg[7];  
                                            4'd0: sda_r <= address_reg[7];  
                                            4'd1: sda_r <= address_reg[6];  
                                            4'd2: sda_r <= address_reg[5];  
                                            4'd3: sda_r <= address_reg[4];  
                                            4'd4: sda_r <= address_reg[3];  
                                            4'd5: sda_r <= address_reg[2];  
                                            4'd6: sda_r <= address_reg[1];  
                                            4'd7: sda_r <= address_reg[0];  
                                            default: ;  
                                        endcase  
                                    end  
                            end  
                        else  
                            state <= ADDRESS;  
                    end  
                ACK1:
                    begin  
                        if(!sda && ((cnt == 3'd1)))  
                            state <= READ1;  
                        else if((cnt == 3'd2))  
                            state <= READ1;  
                        else  
                            state <= ACK1;  
                    end  
                READ1:
                    begin  
                        if(((cnt == 3'd3)) && (data_cnt == 4'd8))
                            begin  
                                state   <= ACK2;  
                                data_cnt <= 4'd0;  
                                sda_r       <= 1'b1;  
                                sda_link    <= 1'b1;  
                            end  
                        else if((cnt == 3'd1))
                            begin  
                                data_cnt <= data_cnt + 1'b1;  
                                case(data_cnt)  
                                    4'd0: data_r[15] <= sda;  
                                    4'd1: data_r[14] <= sda;  
                                    4'd2: data_r[13] <= sda;  
                                    4'd3: data_r[12] <= sda;  
                                    4'd4: data_r[11] <= sda;  
                                    4'd5: data_r[10] <= sda;  
                                    4'd6: data_r[9]  <= sda;  
                                    4'd7: data_r[8]  <= sda;  
                                    default: ;  
                                endcase  
                            end  
                        else  
                            state <= READ1;  
                    end  
                ACK2: 
                    begin     
                        if((cnt == 3'd3))  
                            sda_r <= 1'b0;  
                        else if((cnt == 3'd2))  
                            begin  
                                sda_r   <= 1'b1;  
                                sda_link    <= 1'b0;  
                                state       <= READ2;  
                            end  
                        else  
                            state <= ACK2;  
                    end  
                READ2:
                    begin  
                        if(((cnt == 3'd3)) && (data_cnt == 4'd8))  
                            begin  
                                state   <= NACK;  
                                data_cnt <= 4'd0;  
                                sda_r       <= 1'b1;  
                                sda_link    <= 1'b1;  
                            end  
                        else if((cnt == 3'd1))  
                            begin  
                                data_cnt <= data_cnt + 1'b1;  
                                case(data_cnt)  
                                    4'd0: data_r[7] <= sda;  
                                    4'd1: data_r[6] <= sda;  
                                    4'd2: data_r[5] <= sda;  
                                    4'd3: data_r[4] <= sda;  
                                    4'd4: data_r[3] <= sda;  
                                    4'd5: data_r[2] <= sda;  
                                    4'd6: data_r[1]  <= sda;  
                                    4'd7: data_r[0]  <= sda;  
                                    default: ;  
                                endcase  
                            end  
                        else  
                            state <= READ2;  
                    end  
                NACK:
                    begin  
                        if((cnt == 3'd3))  
                            begin  
                                state <= STOP;  
                                sda_r   <= 1'b0;  
                            end  
                        else  
                            state <= NACK;  
                    end  
                STOP:  
                    begin  
                        if((cnt == 3'd1))  
                            begin  
                                state <= IDLE;  
                                sda_r <= 1'b1;  
                            end  
                        else  
                            state <= STOP;  
                    end  
                default: state <= IDLE;  
            endcase  
    end  
assign sda   = sda_link ? sda_r: 1'bz;  
assign data  = data_r;  
endmodule
module SEG_D(clk,rst_n,seg,data,cs);  
input clk;  
input rst_n;  
input [15:0]data;
output [7:0] seg;  
output [3:0] cs;  
reg [7:0] seg;  
reg [3:0] cs;  
reg [4:0] dataout_buf;  
reg [1:0] disp_dat;  
reg [16:0] delay_cnt;  
always@(posedge clk,negedge rst_n)  
   begin   
        if(!rst_n)  
             delay_cnt<=16'd0;  
         else if(delay_cnt==16'd50000)  
           delay_cnt<=16'd0;  
         else   
           delay_cnt<=delay_cnt +1;  
   end   
always@(posedge clk,negedge rst_n)  
   begin   
      if(!rst_n)  
          disp_dat<=2'd0;  
        else if(delay_cnt==16'd50000)  
          disp_dat<=disp_dat+1'b1;  
        else  
          disp_dat<=disp_dat;  
    end  
always@(disp_dat)  
   begin   
       case(disp_dat)  
           2'b00: cs=4'b1110;  
            2'b01: cs=4'b1101;  
            2'b10: cs=4'b1011;  
            default cs=4'b1111;  
     endcase   
   end  
always@(cs)  
   begin   
      case(cs)  
        4'b1110:dataout_buf=data[8:5];  
          4'b1101:dataout_buf=data[12:9];  
          4'b1011:dataout_buf={1'b0,data[15:13]};  
          default dataout_buf=0;  
        endcase   
   end   
always@(dataout_buf)  
begin   
     case(dataout_buf)  
          4'h0 : seg = 8'hc0;  
          4'h1 : seg = 8'hf9;  
         4'h2 : seg = 8'ha4;  
         4'h3 : seg = 8'hb0;  
          4'h4 : seg = 8'h99;  
         4'h5 : seg = 8'h92;  
          4'h6 : seg = 8'h82;  
           4'h7 : seg = 8'hf8;  
           4'h8 : seg = 8'h80;  
          4'h9 : seg = 8'h90;  
            4'ha : seg = 8'h88;  
            4'hb : seg = 8'h83;  
            4'hc : seg = 8'hc6;  
            4'hd : seg = 8'ha1;  
            4'he : seg = 8'h86;  
            4'hf : seg = 8'h8e;  
       default : seg =8'hc0;   
    endcase   
end  
endmodule   
module lm75 (clk,rst_n,scl,sda,cs,seg);
input clk,rst_n; 
output scl;  
inout sda;   
output[3:0] cs;  
output[7:0] seg;  
wire done;    
wire[15:0] data;
I2C_READ I2C_READ(
        .clk(clk),
 .rst_n(rst_n),
 .scl(scl),
 .sda(sda),
 .data(data)
              );
SEG_D  SEG_D(
       .clk(clk),
.rst_n(rst_n),
.cs(cs),
.seg(seg),
.data(data)
         );
endmodule
--- flow/constraint.sdc ---
current_design lm75

set clk_period 4.2
set clk_io_pct 0.2

create_clock -name clk0 -period $clk_period [get_ports {clk}]

set non_clock_inputs [all_inputs -no_clocks]
set_input_delay [expr $clk_period * $clk_io_pct] -clock clk0 $non_clock_inputs
set_output_delay [expr $clk_period * $clk_io_pct] -clock clk0 [all_outputs]
==> notes.org <==
* Flow results

** Status
- Run status :: stopped before the end
- Stage where the flow stopped :: clock tree synthesis (4_1_cts)
- The first error in the log reads "[error] [KeplerFormal.cpp:679] Workflow failed: Iso has multiple drivers: .sda0, sda$_DFFE_PN1P_.Q0".

** CTS
- Cell resize tally after clock tree synthesis :: 0
- Num CTS Buffers :: 9
- Clock tree synthesis found a total of 84 sinks.
- Looking at the clock tree report, the maximum root-to-sink buffer count equals 2.
- Buffers inserted during post-CTS setup optimization :: 0
- The H-tree generated during clock tree synthesis spans 3 levels.
- The tree is rooted in a clkbuf_8.
- The number of hold buffers added after CTS was 0.

** Synthesis
- Synthesis instantiated 56 different standard cells from the library.
- Averaged over all synthesized cells, the footprint is 9.925 µm².
- Gate count of the mapped netlist :: 444
- Of all flip-flops after synthesis, the portion carrying an async set or reset was 1.000.
- In the Yosys report the total cell count is 444.
- Area fraction of the dominant cell type after synthesis :: 0.4656
- Post-synth top area cell :: dfrtp_1
- Share of synthesized area occupied by flip-flops and latches :: 0.4776
- Flip-flops with a built-in enable :: 0
- Summing every instance area after synthesis gives 0.004407 mm².
- Looking at the cell usage after synthesis, the top flip-flop cell is dfrtp_1.
- In the synthesis report, Yosys lists the chip area as 0.004407 mm².
- In this run, synthesis produced a sequential element count of 84.
- The synthesis report lists the Yosys warning total as 3.
- Cell area leaders :: dfrtp_1 (47%), ha_1 (5.1%), xor2_1 (3.6%), nor2_1 (3.4%), xnor2_1 (3.4%)

** Place
- Prior to clock tree synthesis, the placed netlist has a worst setup slack of 0.6604 ns.
- The final weighted congestion recorded by global placement is 0.8099.
- Post-detail-place hpwl :: 5562 µm
- The count of buffers added on input and output ports is 12.
- Summing all placed instances gives a cell area of 0.004614 mm².

** Floorplanning
- In the floorplan report the effective utilization is 0.5258.
- After floorplanning, the core was divided into 33 placement rows.
- From left edge to right edge, the die measures 95.88 µm.
- Total I/O pin count :: 16
- Overall die height :: 95.88 µm
logic make-up after synthesis:
family | Yosys count | synth area share
buf+inv | 40 | 0.03748
simple gates | 183 | 0.2249
mux | 12 | 0.03010
compound gates | 71 | 0.1085
fa+ha+maj | 18 | 0.05111
other cells | 1 | 0.0008510
xor+xnor | 35 | 0.06956
flops | 84 | 0.4776
cells in the mapped netlist (7+ instances only):
cell type / instances
xnor2_1: 17
and3_1: 8
or4_1: 7
nand3_1: 29
o21ai_0: 15
dfrtp_1: 82
nand4_1: 11
inv_1: 26
a21oi_1: 17
mux2_2: 10
or3_1: 9
o31ai_1: 8
xor2_1: 18
nand2_1: 35
nor2_1: 40
clkbuf_1: 8
ha_1: 18
per-stage QoR:
step                      power [µW]  std cells
after detailed placement       891.8        551
after global placement         891.6        551
after floorplan                858.7        445
Power is estimated from default activity; no workload was simulated.
