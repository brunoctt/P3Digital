**flow/config.mk**
```make
export PLATFORM = sky130hd
export DESIGN_NAME = I2C_READd
export DESIGN_NICKNAME = I2C_READd
export VERILOG_FILES = /design/flow/design.v
export SDC_FILE = /design/flow/constraint.sdc
export NUM_CORES = 4
export LEC_CHECK = 1
export CORE_UTILIZATION = 40
```
**flow/constraint.sdc**
```tcl
current_design I2C_READd

set clk_period 4.2
set clk_io_pct 0.2

create_clock -name clk0 -period $clk_period [get_ports {clk}]

set non_clock_inputs [all_inputs -no_clocks]
set_input_delay [expr $clk_period * $clk_io_pct] -clock clk0 $non_clock_inputs
set_output_delay [expr $clk_period * $clk_io_pct] -clock clk0 [all_outputs]
```
**flow/design.v**
```verilog
module I2C_READd(
       clk,
rst_n,
scl,sda,data
              );
 input clk; 
input rst_n; 
output scl; 
inout  sda; 
output [15:0] data; 
reg [15:0]data_r; 
reg scl; 
reg sda_r; 
reg sda_link; 
reg [7:0]scl_cnt; 
reg [2:0]cnt; 
reg [25:0]timer_cnt; 
reg [3:0]data_cnt; 
reg [7:0]address_reg; 
reg [8:0]state; 
always@(posedge clk or negedge rst_n)  
    begin  
        if(!rst_n)  
            scl_cnt <= 8'd0;  
        else if(scl_cnt == 8'd199)  
            scl_cnt <= 8'd0;  
        else  
            scl_cnt <= scl_cnt + 1'b1;  
    end  
always@(posedge clk or negedge rst_n)  
    begin  
        if(!rst_n)  
            cnt <= 3'd5;  
        else   
            case(scl_cnt)  
                8'd49: cnt <= 3'd1; 
                8'd99: cnt <= 3'd2; 
                8'd149:cnt <= 3'd3; 
                8'd199:cnt <= 3'd0; 
               default: cnt <= 3'd5;  
            endcase  
    end  
always@(posedge clk or negedge rst_n)  
    begin  
        if(!rst_n)  
            scl <= 1'b0;  
        else if((cnt == 3'd0))  
            scl <= 1'b1;  
        else if((cnt == 3'd2))  
            scl <= 1'b0;  
    end  
always@(posedge clk or negedge rst_n)  
    begin  
        if(!rst_n)  
            timer_cnt <= 26'd0;  
        else if(timer_cnt == 26'd49999999)  
            timer_cnt <= 26'd0;  
        else   
            timer_cnt <= timer_cnt + 1'b1;  
    end  
parameter IDLE  = 9'b0_0000_0000,  
             START  = 9'b0_0000_0010,  
             ADDRESS    = 9'b0_0000_0100,  
             ACK1       = 9'b0_0000_1000,  
             READ1  = 9'b0_0001_0000,  
             ACK2       = 9'b0_0010_0000,  
             READ2  = 9'b0_0100_0000,  
             NACK       = 9'b0_1000_0000,  
             STOP       = 9'b1_0000_0000;  
always@(posedge clk or negedge rst_n)  
    begin  
        if(!rst_n)  
            begin  
                data_r  <= 16'd0;  
                sda_r       <= 1'b1;  
                sda_link    <= 1'b1;  
                state       <= IDLE;  
                address_reg <= 15'd0;  
                data_cnt    <= 4'd0;  
            end  
        else   
            case(state)  
                IDLE:  
                    begin  
                        sda_r   <= 1'b1;  
                        sda_link <= 1'b1;  
                        if(timer_cnt == 26'd49999999)  
                            state <= START;  
                        else  
                            state <= IDLE;  
                    end  
                START: 
                    begin  
                        if((cnt == 3'd1))  
                            begin  
                                sda_r       <= 1'b0;  
                                sda_link    <= 1'b1;  
                                address_reg <= 8'b1001_0001;  
                                state           <= ADDRESS;  
                                data_cnt        <= 4'd0;  
                            end  
                        else  
                            state <= START;  
                    end  
                ADDRESS: 
                    begin  
                        if((cnt == 3'd3))  
                            begin  
                                if(data_cnt == 4'd8) 
                                    begin  
                                        state   <= ACK1;  
                                        data_cnt <=  4'd0;  
                                        sda_r       <= 1'b1;  
                                        sda_link    <= 1'b0;  
                                    end  
                                else 
                                    begin  
                                        state   <= ADDRESS;  
                                        data_cnt <= data_cnt + 1'b1;  
                                        case(data_cnt)  
                                            4'd0: sda_r <= address_reg[7];  
                                            4'd0: sda_r <= address_reg[7];  
                                            4'd1: sda_r <= address_reg[6];  
                                            4'd2: sda_r <= address_reg[5];  
                                            4'd3: sda_r <= address_reg[4];  
                                            4'd4: sda_r <= address_reg[3];  
                                            4'd5: sda_r <= address_reg[2];  
                                            4'd6: sda_r <= address_reg[1];  
                                            4'd7: sda_r <= address_reg[0];  
                                            default: ;  
                                        endcase  
                                    end  
                            end  
                        else  
                            state <= ADDRESS;  
                    end  
                ACK1: 
                    begin  
                        if(!sda && ((cnt == 3'd1)))  
                            state <= READ1;  
                        else if((cnt == 3'd2))  
                            state <= READ1;  
                        else  
                            state <= ACK1;  
                    end  
                READ1: 
                    begin  
                        if(((cnt == 3'd3)) && (data_cnt == 4'd8)) 
                            begin  
                                state   <= ACK2;  
                                data_cnt <= 4'd0;  
                                sda_r       <= 1'b1;  
                                sda_link    <= 1'b1;  
                            end  
                        else if((cnt == 3'd1)) 
                            begin  
                                data_cnt <= data_cnt + 1'b1;  
                                case(data_cnt)  
                                    4'd0: data_r[15] <= sda;  
                                    4'd1: data_r[14] <= sda;  
                                    4'd2: data_r[13] <= sda;  
                                    4'd3: data_r[12] <= sda;  
                                    4'd4: data_r[11] <= sda;  
                                    4'd5: data_r[10] <= sda;  
                                    4'd6: data_r[9]  <= sda;  
                                    4'd7: data_r[8]  <= sda;  
                                    default: ;  
                                endcase  
                            end  
                        else  
                            state <= READ1;  
                    end  
                ACK2: 
                    begin     
                        if((cnt == 3'd3))  
                            sda_r <= 1'b0;  
                        else if((cnt == 3'd2))  
                            begin  
                                sda_r   <= 1'b1;  
                                sda_link    <= 1'b0;  
                                state       <= READ2;  
                            end  
                        else  
                            state <= ACK2;  
                    end  
                READ2: 
                    begin  
                        if(((cnt == 3'd3)) && (data_cnt == 4'd8))  
                            begin  
                                state   <= NACK;  
                                data_cnt <= 4'd0;  
                                sda_r       <= 1'b1;  
                                sda_link    <= 1'b1;  
                            end  
                        else if((cnt == 3'd1))  
                            begin  
                                data_cnt <= data_cnt + 1'b1;  
                                case(data_cnt)  
                                    4'd0: data_r[7] <= sda;  
                                    4'd1: data_r[6] <= sda;  
                                    4'd2: data_r[5] <= sda;  
                                    4'd3: data_r[4] <= sda;  
                                    4'd4: data_r[3] <= sda;  
                                    4'd5: data_r[2] <= sda;  
                                    4'd6: data_r[1]  <= sda;  
                                    4'd7: data_r[0]  <= sda;  
                                    default: ;  
                                endcase  
                            end  
                        else  
                            state <= READ2;  
                    end  
                NACK: 
                    begin  
                        if((cnt == 3'd3))  
                            begin  
                                state <= STOP;  
                                sda_r   <= 1'b0;  
                            end  
                        else  
                            state <= NACK;  
                    end  
                STOP:  
                    begin  
                        if((cnt == 3'd1))  
                            begin  
                                state <= IDLE;  
                                sda_r <= 1'b1;  
                            end  
                        else  
                            state <= STOP;  
                    end  
                default: state <= IDLE;  
            endcase  
    end  
assign sda   = sda_link ? sda_r: 1'bz;  
assign data  = data_r;  
endmodule
```
**flow/run.sh**
```bash
#!/bin/bash
# OpenROAD 26Q1-2900-gdf79404cd8, Yosys 0.63+post, stock flow scripts
make -C /OpenROAD-flow-scripts/flow DESIGN_CONFIG=/design/flow/config.mk WORK_HOME=/design/flow/orfs finish
```
==> out/metrics.cfg <==
[clock_tree]
htreeDepth=3
post_cts_resized=0
clockRootBuffer=clkbuf_8
cts_num_sinks=70
cts_setup_buffers=0
cts_buffers=9
clockBufferDepth=2
ctsHoldBuffers=0

[place]
dpl-instance-area_sq_mm=0.00359
place_congestion=0.888
portBuffers=18
hpwl_um=4050
dp_slack_ns=1.99

[logic_synthesis]
top_cell=dfrtp_1
yosysTopAreaCell=dfrtp_1
syn_inst=311
edf_count=0
yosysWarnings=2
ys_chip_area_sq_mm=0.00332
common_cells=68 x dfrtp_1, 30 x nand2_1, 30 x nor2_1
synth_flops=70
ys.flop_type=dfrtp_1
async_flop_share=1.00
syn_area_sq_mm=0.00332
avgSynthCellArea_sq_um=10.7
synth_cell_types=53
yosysCellCount=311
area_leaders=dfrtp_1 51%, mux2_2 5.4%, xor2_1 4.5%, nand2_1 3.4%, nor2_1 3.4%
ys_seq_share=0.528
synth.top_cell.area_share=0.512

[die]
fp.dieH_um=93.2
die_x_um=93.2
ios=20
num_rows=32
initCoreUtil=0.421

[outcome]
error=[error] [KeplerFormal.cpp:679] Workflow failed: Iso has multiple drivers: .sda0, sda$_DFFE_PN1P_.Q0
lastStage=clock tree synthesis (4_1_cts)
status=aborted with a tool error

-- cell families after synthesis --
family                   share of synthesized area
XOR/XNOR                                    0.0738
AND/OR/NAND/NOR                              0.217
flip-flops                                   0.528
AND-OR/OR-AND                               0.0745
adder cells (fa/ha/maj)                     0.0264
multiplexers                                0.0542
buffers and inverters                       0.0260
-- metrics by stage --
stage          hold WS (ns)  instances  utilization  power, uW
2_1_floorplan         0.404        311            -        705
3_3_place_gp          0.409        422        0.455        737
3_5_place_dp          0.415        422        0.455        738
Power and IR drop assume default switching activity.
